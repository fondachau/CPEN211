$ cat config.mk
export PLATFORM = sky130hd
export DESIGN_NAME = ALU
export DESIGN_NICKNAME = ALU
export VERILOG_FILES = /design/flow/design.v
export SDC_FILE = /design/flow/constraint.sdc
export NUM_CORES = 4
export LEC_CHECK = 1
export CORE_AREA = 10 10 94 94
export DIE_AREA = 0 0 104 104
$ cat constraint.sdc
current_design ALU

set clk_period 16.9
set clk_io_pct 0.2

create_clock -name clk0 -period $clk_period

set non_clock_inputs [all_inputs -no_clocks]
set_input_delay [expr $clk_period * $clk_io_pct] -clock clk0 $non_clock_inputs
set_output_delay [expr $clk_period * $clk_io_pct] -clock clk0 [all_outputs]
$ cat design.v
module ALU(AIN, BIN, ALUop, OUTC, OUTSTATS);
input [15:0] AIN;
input [15:0] BIN;
input [1:0] ALUop;
output [15:0] OUTC;
output [2:0] OUTSTATS;
wire [15:0] AND_RESULT;
wire [15:0] ADD_RESULT;
wire [15:0] SUB_RESULT;
wire [15:0] NOT_RESULT;
reg overflow;
wire overflowAdd, overflowSub;
reg [15:0] OUTC;
assign AND_RESULT= (AIN & BIN);
AddSub #(16) add(AIN, BIN, 1'b0, ADD_RESULT, overflowAdd);
AddSub #(16) sub(AIN, BIN, 1'b1, SUB_RESULT, overflowSub);
assign NOT_RESULT=( ~ BIN);
always @(*) begin
case (ALUop)
2'b00 : {OUTC, overflow} = {ADD_RESULT, overflowAdd};
2'b01 : {OUTC, overflow} = {SUB_RESULT, overflowSub};
2'b10 : {OUTC, overflow} = {AND_RESULT, 1'b0};
2'b11 : {OUTC, overflow} = {NOT_RESULT, 1'b0};
default: {OUTC, overflow}=17'b11111111111111110;
endcase
end
assign OUTSTATS={(OUTC[15] == 1'b1),overflow,(16'b0 == OUTC)};
endmodule
module AddSub(a,b,sub,s,ovf) ;
  parameter n = 8 ;
  input [n-1:0] a, b ;
  input sub ;            
  output [n-1:0] s ;
  output ovf ;           
  wire c1, c2 ;          
  wire ovf = c1 ^ c2 ;   
  Adder1 #(n-1) ai(a[n-2:0],b[n-2:0]^{n-1{sub}},sub,c1,s[n-2:0]) ;
  Adder1 #(1)   as(a[n-1],b[n-1]^sub,c1,c2,s[n-1]) ;
endmodule
module Adder1(a,b,cin,cout,s) ;
  parameter n = 8 ;
  input [n-1:0] a, b ;
  input cin ;
  output [n-1:0] s ;
  output cout ;
  wire [n-1:0] s;
  wire cout ;
  assign {cout, s} = a + b + cin ;
endmodule 
module ALU_tb;
reg [1:0] ALUop;
reg [15:0] AIN, BIN;
wire OUTSTATS;
wire [15:0] OUTC;
ALU dut(AIN, BIN, ALUop, OUTC, OUTSTATS);
initial begin
AIN=16'b00000000000000001;
BIN=16'b00000000000000010;
ALUop=2'b00;
#5;
$display("Output is %b, we expected %b", OUTC, (16'b00000000000000001 + 16'b00000000000000010));
$display("Output is %b, we expected 0",OUTSTATS);
#5;
AIN=16'b00000000000010001;
BIN=16'b00000000000000010;
ALUop=2'b01;
#5;
$display("Output is %b, we expected %b", OUTC, (16'b00000000000010001 - 16'b00000000000000010));
$display("Output is %b, we expected 0",OUTSTATS);
#5;
BIN=16'b00000000000010001;
AIN=16'b00000000000000000;
ALUop=2'b11;
#5;
$display("Output is %b, we expected %b", OUTC, (~16'b00000000000010001));
$display("Output is %b, we expected 0",OUTSTATS);
#5;
BIN=16'b00000000000010001;
AIN=16'b00000000000000000;
ALUop=2'b10;
#5;
$display("Output is %b, we expected %b", OUTC, (16'b00000000000000000&16'b00000000000010001));
$display("Output is %b, we expected 1",OUTSTATS);
#5
AIN=16'b00000000000000000;
BIN=16'b00000000000000000;
ALUop=2'b00;
#5;
$display("Output is %b, we expected %b", OUTC, (16'b00000000000000000 + 16'b00000000000000000));
$display("Output is %b, we expected 1",OUTSTATS);
#5;
end
endmodule 
$ cat run.sh
#!/bin/bash
# OpenROAD 26Q1-2900-gdf79404cd8, Yosys 0.63+post, stock flow scripts
make -C /OpenROAD-flow-scripts/flow DESIGN_CONFIG=/design/flow/config.mk WORK_HOME=/design/flow/orfs finish
==> metrics.cfg <==
[critical_path]
worstPathRequired_ps = 13520
end_kind = output pin
cp_cell_sequence = clkdlybuf4s50_1, inv_1, ha_1, and2_1, nor4_1, a211oi_1, o2111ai_1, a21oi_1, or2_2, fa_1, o21ai_0, a21oi_1, or3_1, or4_4, a2111oi_4, o2111ai_1, nor4_2, clkdlybuf4s50_1
cp-startpoint = BIN[6]
cp_slowest_stage_delay_ps = 510
crit_buf_inv = 3
worstPathMaxFanout = 9
cp.arrival_ps = 8630
cp-start-kind = input port
critPathKind = input port to output pin
crit_family = simple AND/OR/NAND/NOR gates
slowest_stage = clkdlybuf4s50_1

[cells_and_area]
drive_above_1_share_pct = 6.53
syn_to_final_growth_pct = 26.0
seq_area_um2 = 0
nClkBuffers = 0
flop-count = 0
lay_top_count = clkdlybuf4s50_1
lay_top_cells = 53 x clkdlybuf4s50_1, 30 x inv_1, 30 x ha_1, 26 x a21oi_1, 24 x nor2_1
fill_cells = 736

[route]
ant_nets = 0
highest_layer = met4
wl_met1_um = 3350
drc = 0
diodes = 0
avgViaCountPerCell = 5.53
vias = 2476
wl_met2_um = 2940
routedWlPerCell_um = 15.0
drt-pass1-iter-count = 4
drt_iter0_markers = 109
wl_um = 6710
dr_wl_met3_um = 390

[floorplan]
fp-row-count = 30
die_height_um = 104
dieArea_mm2 = 0.0108
dieWidth_um = 104
initCoreUtil_pct = 32.1
core_mm2 = 0.00683
io_pins = 53

[job]
maxCapViolations = 0
warnings = 47

[power_and_ir_drop]
power_density_mw_per_mm2 = 34.0
ir_drop_v = 0.0000198
total_leakage_power_nw = 1.17

[final_timing]
drv_slew = 0
fin_tns_setup_ps = 0
rsz0062_at_grt = no
fmax_mhz = 83.2
setup_ws_ps = 4890
slew_headroom_pct = 51.7
final-hold-violation-count = 0
period_minus_slack_ps = 12010
tightest_slew_ps = 723
period_used_pct = 71.1
report.final.setup_viol = 0

[placed_design]
dp_slack_ps = 4920
place.port_buffers = 53
dpl.hpwl_um = 5400
routabilityCongestion = 0.883

[clock_network]
postCtsHoldBufs = 0
cts_resized = 0
postCtsSetupRepairBufs = 0

[synthesis]
ys_cells = 316
avgSynthCellArea_um2 = 6.93
ys_warn_count = 1
synthCells = 316
ys_area_mm2 = 0.00219
ys_seq_share_pct = 0
syn_area_mm2 = 0.00219
synth_cell_types = 64

[grt]
grt_pass1_wl_um = 11300
grt_usage_pct = 11.8
antenna_found_initial = 0
grt_pass1_vias = 2401
grt-ovfl-total = 0
grt_max_degree = 44

[hold_path]
hold_path_class = input port to output pin
hp-start = AIN[0]

[outcome]
status = finished, final reports clean

logic make-up after synthesis:
family                   count (synthesis)  synth area share (%)
AND-OR/OR-AND                          102                  34.0
XOR/XNOR                                 4                  1.60
adder cells (fa/ha/maj)                 34                  20.8
buffers and inverters                   55                  10.8
multiplexers                            11                  6.28
AND/OR/NAND/NOR                        110                  26.5
power breakdown:
part / switching, W / internal, W
registers: 0 / 0
clock network: 0 / 0
logic: 0.0000475 / 0.0000463
total: 0.0000475 / 0.0000463
stage by stage:
stage	area [µm²]	util (%)	hold WS, ps	power [W]	cells
finish	2760	40.4	7870	0.0000938	448
global route	2760	40.4	7970	0.000105	448
CTS	2760	40.4	7880	0.0000941	448
detailed placement	2760	40.4	7870	0.0000934	448
global placement	2760	40.4	7890	0.0000935	448
floorplan	2190	-	6900	0.0000582	316
layout make-up:
| type | instances | area (µm²) | share of cell area, % |
|---|---|---|---|
| inverter | 35 | 133 | 4.81 |
| tap | 96 | 120 | 4.35 |
| multi-input combinational | 261 | 1950 | 70.8 |
| timing repair buffer | 56 | 553 | 20.0 |
worst paths after layout:
check	end	slack (ps)	cells after the start
worst max-delay path	OUTSTATS[0]	4890	18
worst min-delay path	OUTC[0]	7870	5
synth_stat cells, drive strengths merged (5+ instances only):
cell type / instances / area [µm²]
a21o: 7 / 53.8
clkbuf: 10 / 37.5
a21oi: 26 / 130
nor2: 25 / 96.4
a211oi: 11 / 82.6
inv: 34 / 128
nor4: 9 / 62.6
ha: 30 / 375
o21ai: 15 / 75.1
nand2b: 7 / 43.8
mux2i: 7 / 70.1
o31a: 5 / 43.8
nand2: 18 / 67.6
and3: 6 / 37.5
o211ai: 5 / 37.5
or3: 6 / 37.5
nand3: 12 / 60.1
buf: 10 / 66.3
nor3: 11 / 60.1
metal layers:
layer / up-vias / GRT usage, %
met5: - / 0
li1: 1247 / -
met1: 1150 / 17.1
met2: 75 / 19.1
met4: 0 / 0.994
met3: 4 / 1.32
Power is estimated from default activity; no workload was simulated.
