`design/flow/constraint.sdc`:
```
current_design registerFile

set clk_period 2.7
set clk_io_pct 0.2

create_clock -name clk0 -period $clk_period [get_ports {clk}]

set non_clock_inputs [all_inputs -no_clocks]
set_input_delay [expr $clk_period * $clk_io_pct] -clock clk0 $non_clock_inputs
set_output_delay [expr $clk_period * $clk_io_pct] -clock clk0 [all_outputs]
```
`design/flow/run.sh`:
```
#!/bin/bash
# OpenROAD 26Q1-2900-gdf79404cd8, Yosys 0.63+post, stock flow scripts
make -C /OpenROAD-flow-scripts/flow DESIGN_CONFIG=/design/flow/config.mk WORK_HOME=/design/flow/orfs finish
```
`design/flow/config.mk`:
```
export PLATFORM = sky130hd
export DESIGN_NAME = registerFile
export DESIGN_NICKNAME = registerFile
export VERILOG_FILES = /design/flow/design.v
export SDC_FILE = /design/flow/constraint.sdc
export NUM_CORES = 4
export LEC_CHECK = 1
export CORE_UTILIZATION = 40
```
`design/flow/design.v`:
```
module lab7_top(KEY,SW,LEDR,HEX0,HEX1,HEX2,HEX3,HEX4,HEX5, CLOCK_50);
  input [3:0] KEY;
  input [9:0] SW;
  output [9:0] LEDR;
  output [6:0] HEX0, HEX1, HEX2, HEX3, HEX4, HEX5;
  input CLOCK_50;
  wire clk, reset, tsel, execb, incp;
  wire [15:0] IRout, sximm8, sximm5, mdata;
  wire [2:0] opcode, writenum, readnum, status, cond;
  wire [1:0] op, nsel, vsel, shift, ALUop;
  wire loadir, loada, loadb, loadc,loads, asel, bsel, write, msel, mwrite;
  wire [15:0] value0, value1, value2, value3, value4, value5;
  wire [7:0] PC;
  assign reset = ~KEY[0];
  assign clk = CLOCK_50;
  INSTRUCTIONDECODER DUTIT( .IN(IRout) ,.nsel(nsel), .opcode(opcode), .op(op), .writenum(writenum), .readnum(readnum), .shift(shift), .sximm8(sximm8), .sximm5(sximm5),
	 .ALUop(ALUop), .cond(cond));                
  CPU DUTCPU (.clk(clk),.reset(reset), .opcode(opcode), .op(op), .loadir(loadir), .loada(loada), .loadb(loadb), .loadc(loadc),.loads(loads),  .asel(asel),
	 .bsel(bsel), .write(write), .nsel(nsel), .vsel(vsel), .msel(msel), .mwrite(mwrite), .execb(execb), .incp(incp), .tsel(tsel));
  datapath DUTDP ( .clk         (clk),  
                .readnum     (readnum),
                .vsel        (vsel),
                .loada       (loada),
                .loadb       (loadb),
                .shift       (shift),
                .asel        (asel),
                .bsel        (bsel),
                .ALUop       (ALUop),
                .loadc       (loadc),
                .loads       (loads),
                .writenum    (writenum),
                .write       (write),  
                .mwrite      (mwrite),
      	        .loadir      (loadir),
		.reset       (reset),
		.msel        (msel),
		.sximm8      (sximm8),
		.sximm5      (sximm5),
		.status        (status),           
		.IRout       (IRout),
		.mdata       (mdata),
		.value0	     (value0),
		.value1      (value1), 
		.value2      (value2), 
		.value3      (value3), 
		.value4      (value4), 
		.value5      (value5),
		.tsel        (tsel),
		.execb       (execb),
		.incp        (incp),
		.cond        (cond)
);
  sseg H0(value0[3:0],   HEX0);   
  sseg H1(value1[3:0],   HEX1);
  sseg H2(value2[3:0],  HEX2);
  sseg H3(value3[3:0], HEX3);
  sseg H4(value4[3:0],  HEX4);
  sseg H5(value5[3:0], HEX5);
endmodule  
module vDFF(clk,D,Q);
  parameter n=1;
  input clk;
  input [n-1:0] D;
  output [n-1:0] Q;
  reg [n-1:0] Q;
  always @(posedge clk)
    Q = D;
endmodule
module sseg(in,segs);
  input [3:0] in;
  output [6:0] segs;
  reg [6:0] segs;
  always @(*) begin
    case(in)
      4'b0000: segs = 7'b1000000;
      4'b0001: segs = 7'b1111001;
      4'b0010: segs = 7'b0100100;
      4'b0011: segs = 7'b0110000;
      4'b0100: segs = 7'b0011001;
      4'b0101: segs = 7'b0010010;
      4'b0110: segs = 7'b0000010;
      4'b0111: segs = 7'b1111000;
      4'b1000: segs = 7'b0000000;
      4'b1001: segs = 7'b0011000;
      4'b1010: segs = 7'b0001000;
      4'b1011: segs = 7'b0000011;
      4'b1100: segs = 7'b1000110;
      4'b1101: segs = 7'b0100001;
      4'b1110: segs = 7'b0000110;
      4'b1111: segs = 7'b0001110;
      default: segs = 7'b0111111;
    endcase
  end
endmodule
module registerFile(writenum, write, data_in, clk, readnum, data_out, value0, value1, value2, value3, value4, value5);
  input [2:0] writenum, readnum;
  input write, clk;
  input [15:0] data_in;
  output [15:0] data_out;
  output [15:0] value0, value1, value2, value3, value4, value5;
  wire [15:0] data_out;
  wire [7:0] writeselect, readselect, load;  
  wire [15:0] value0, value1, value2, value3, value4, value5, value6, value7;  
  Dec #(3,8) writeDec(writenum, writeselect);
  assign load = {8{write}} & writeselect;
  LERegister R0 (data_in, load[0], clk, value0);
  LERegister R1 (data_in, load[1], clk, value1);
  LERegister R2 (data_in, load[2], clk, value2);
  LERegister R3 (data_in, load[3], clk, value3);
  LERegister R4 (data_in, load[4], clk, value4);
  LERegister R5 (data_in, load[5], clk, value5);
  LERegister R6 (data_in, load[6], clk, value6);
  LERegister R7 (data_in, load[7], clk, value7);
  Dec #(3,8) readDec(readnum, readselect);
  Muxh8 #(16) mux(value7,value6,value5,value4,value3,value2,value1,value0,readselect,data_out);
endmodule
module LERegister (in, load, clk, out);
  input [15:0] in;
  input load, clk;
  output [15:0] out;
  reg [15:0] pick;
  always @(*) begin
    case (load)
      1'b0: pick = out;
      1'b1: pick = in;
    endcase
  end
  vDFF #(16) flipflop(clk, pick, out);
endmodule
module LERegister3 (in, load, clk, out);
  input [2:0] in;
  input load, clk;
  output [2:0] out;
  reg [2:0] pick;
  always @(*) begin
    case (load)
      1'b0: pick = out;
      1'b1: pick = in;
    endcase
  end
  vDFF #(3) flipflop(clk, pick, out);
endmodule
module Muxh8 (a7,a6,a5,a4,a3,a2,a1,a0,sb,b);
  parameter k=1;
  input [k-1:0] a7,a6,a5,a4,a3,a2,a1,a0;  
  input [7:0] sb;  
  output [k-1:0] b;  
  assign b = ({k{sb[0]}} & a0) | 
                   ({k{sb[1]}} & a1) |
                   ({k{sb[2]}} & a2) |
                   ({k{sb[3]}} & a3) |
                   ({k{sb[4]}} & a4) |
                   ({k{sb[5]}} & a5) |
                   ({k{sb[6]}} & a6) |
                   ({k{sb[7]}} & a7) ;
endmodule
module Muxb2(a1, a0, sb, b) ;
  parameter k = 1 ;
  input [k-1:0] a0, a1 ;   
  input  sb ;           
  output[k-1:0] b ;  
  wire  [1:0]   s ;
  Dec #(1,2) dec12(sb,s) ;  
  Muxo2 #(k)  m(a1, a0, s, b) ;  
endmodule
module Muxo2(a1, a0, s, b) ;
  parameter k = 1 ;
  input [k-1:0] a0, a1 ;   
  input [1:0]   s ;  
  output[k-1:0] b ;
  reg [k-1:0] b ;
  always @(*) begin
    case(s) 
      2'b01: b = a0 ;
      2'b10: b = a1 ;
      default: b =  {k{1'bx}} ;
    endcase
  end
endmodule
module Dec(a, b) ;
  parameter n=2 ;
  parameter m=4 ;
  input  [n-1:0] a ;
  output [m-1:0] b ;
  wire [m-1:0] b = 1<<a ;
endmodule
```
==> impl_metrics.toml <==
# implementation run metrics
[final_timing]
rsz0062_at_grt = "no"
report.final.hold_viol_count = 0
finalSetupTns_ps = 0
setup_violations = 0
finalCriticalPeriod_ps = 2648
finalMaxSlewViolations = 0
slew_headroom = 0.7346
fmax_mhz = 377.6
finalCritPeriodShare = 0.9809
max_slew.worst_pin.slew_ps = 397.7

[routing]
drt-initial-drc-count = 165
drt-total-wl_microns = 11350
route.detailed.drc = 0
vias = 2738
drt_pass1_iterations = 5
ant_nets = 0
antenna-diode-count = 0
wl_per_cell_microns = 20.91
viasPerCell = 5.042

[worst_setup_path]
cp.arrival_ps = 2110
crit_required_ps = 2160
crit_type = "in2out"
crit_fanout = 13
cp-start-kind = "input pin"
end_kind = "output port"

[logic_synthesis]
ys_cells = 198
synth_cell_types = 11
synth_flops = 128
ys_seq_frac = 0.7728
synth_area_sq_mm = 0.004974
yosysWarningCount = 2
syn_inst = 198
synth_area_per_cell_sq_um = 25.12
synth_chip_area_sq_mm = 0.004974

[die]
ios = 136
fp-utilization = 0.4123
die_h_microns = 113.5
fp-row-count = 40
core-area_sq_mm = 0.01206
die_w_microns = 113.5
die_area_sq_mm = 0.01288

[clocking]
clock-sinks = 128
clk_pin_slew_ps = 50
cts-htree-levels = 4
ctsLongestPathBuffers = 2
cts_tree = "yes"
cts-root-buf = "clkbuf_16"
cts_made_buffers = 17

[finish]
lay_top_cells = "133 x clkdlybuf4s50_1, 128 x edfxtp_1, 28 x mux4_1, 17 x clkbuf_16, 16 x mux2_2"
instances_no_fill = 543
syn_to_final_growth_pct = 45.13
layout_top_cell = "clkdlybuf4s50_1"
drive_gt1_frac = 0.1920

[run_status]
outcome = "complete, no violations"

[global_routing]
antenna_found_initial = 0
grt-ovfl-total = 0
grt_max_degree = 33
grt_pass1_vias = 2990
grt_util_all_layers = 0.2036
grt_first_pass_wirelength_microns = 17220

[placement]
dp.cells = 510
gp_congestion = 0.8116
io_buffers = 135
dp_hpwl_microns = 7525

[min_path]
hold_path.class = "in2reg"

[power]
power_leakage_nw = 2.475
power_density_mw_per_mm2 = 624.2
peakVddDrop_mv = 0.4424

[flow_run]
warning_count = 25
cap_violations = 0
[registers in the layout, indices dropped and copies added (netlist names)]
name / flops
R5.flipflop.Q: 16
R0.flipflop.Q: 16
R6.flipflop.Q: 16
R3.flipflop.Q: 16
R1.flipflop.Q: 16
R2.flipflop.Q: 16
R4.flipflop.Q: 16
R7.flipflop.Q: 16
[report_power, final]
part	total, mW	switching [mW]	internal (mW)
sequential	2.29	0.0256	2.26
combinational	0.359	0.121	0.237
clock	1.86	0.722	1.14
total	4.51	0.868	3.64
[metrics by stage]
step / total power [mW] / utilization / cell area [sq um] / setup slack [ps] / hold slack, ps
detailed placement: 2.680 / 0.5551 / 6695 / -22.37 / 1276
CTS: 4.544 / 0.5984 / 7218 / 43.20 / 857.7
global route: 4.668 / 0.5984 / 7218 / 4.329 / 889.1
global placement: 2.677 / 0.5551 / 6695 / 0.4130 / 1271
floorplan: 2.427 / - / 4974 / 437.4 / 638.9
finish: 4.506 / 0.5984 / 7218 / 51.68 / 876.1
[cells by family after synthesis]
group / Yosys count / synth area share
flip-flops: 128 / 0.7728
multiplexers: 48 / 0.2023
AND/OR/NAND/NOR: 13 / 0.01182
buffers and inverters: 9 / 0.01308
[path summary, 6_finish.rpt]
| check | slack [ps] | cells past startpoint | start | endpoint |
|---|---|---|---|---|
| hold / removal | 880 | 1 | data_in[10] | R4.flipflop.Q[10] |
| setup / recovery | 50 | 5 | readnum[0] | data_out[13] |
[cell type report]
class,count,area [sq um]
Multi-Input combinational cell,61,1090
Sequential cell,128,3844
Fill cell,876,4843
Timing Repair Buffer,154,1585
Tap cell,168,210.2
Clock inverter,11,48.80
Clock buffer,21,440.4
[cell usage after synthesis]
| library cell | count | area [sq um] |
|---|---|---|
| mux4_2 | 4 | 90.09 |
| nor3_1 | 2 | 10.01 |
| mux4_1 | 28 | 735.7 |
| nand2b_1 | 3 | 18.77 |
| buf_1 | 4 | 15.01 |
| edfxtp_1 | 128 | 3844 |
| nand2_1 | 2 | 7.510 |
| mux2_2 | 16 | 180.2 |
| clkbuf_2 | 1 | 5.000 |
| nor2_1 | 6 | 22.52 |
| buf_6 | 4 | 45.04 |
[worst max-delay path, cell delays in order]
cell	delay, ps
buf_6	120
buf_12	160
mux4_1	560
mux2_2	290
clkdlybuf4s50_1	430
[what timing repair did]
item,CTS,global route
hold buffers,0,0
resized,3,0
setup buffers,0,0
setup endpoints to repair,4,0
[layer usage]
metal | GRT usage | share of wire | vias to the layer above
met5 | 0 | 0 | -
met4 | 0.02632 | 0.015 | 0
met3 | 0.1067 | 0.12 | 16
met2 | 0.3012 | 0.50 | 187
met1 | 0.3103 | 0.37 | 1332
li1 | - | - | 1203
Power figures rest on the tool's default switching activity, not on a simulated workload.
